File: design/flow/design.v
`timescale 1ns / 1ps
module Counter_x(input clk,
					input rst,
					input clk0,
					input clk1,
					input clk2,
					input counter_we,
					input [31:0] counter_val,
					input [1:0] counter_ch,				 
					output counter0_OUT,
					output counter1_OUT,
					output counter2_OUT,
					output [31:0] counter_out
					);
reg [32:0] counter0,counter1,counter2;
reg [31:0] counter0_Lock,counter1_Lock,counter2_Lock;
reg [23:0] counter_Ctrl;
reg sq0,sq1,sq2,M0,M1,M2,clr0,clr1,clr2;
	always @ (posedge clk or posedge rst) begin 
		if (rst )
			begin counter0_Lock <=0;counter1_Lock <=0;counter2_Lock <=0;counter_Ctrl<=0; end
		else	 	
			if (counter_we) begin
				case(counter_ch)
					2'h0: begin counter0_Lock <= counter_val;  M0<=1; end	 
					2'h1: begin counter1_Lock <= counter_val;  M1<=1; end  
					2'h2: begin counter2_Lock <= counter_val;  M2<=1; end  
					2'h3: begin counter_Ctrl <= counter_val[23:0];    end  
				endcase
				end
			else begin counter0_Lock <=counter0_Lock;
						  counter1_Lock <=counter1_Lock;
						  counter2_Lock <=counter2_Lock;
						  counter_Ctrl<=counter_Ctrl;
						  if(clr0) M0<=0;
						  if(clr1) M1<=0;
						  if(clr2) M2<=0;						  
					end
	end
	always @ (posedge clk0 or posedge rst) begin 
		if (rst )
			begin counter0<=0; sq0<=0; end
		else
			case(counter_Ctrl[2:1])
				2'b00: begin if (M0) begin counter0 <= {1'b0,counter0_Lock}; clr0<=1; end 
								 else if  (counter0[32]==0)begin counter0 <= counter0 - 1'b1; clr0<=0; end
						 end  
				2'b01: begin if (counter0[32]==0) counter0 <= counter0 - 1'b1; else counter0 <={1'b0,counter0_Lock}; end
				2'b10: begin sq0<=counter0[32];
						 if (sq0!=counter0[32]) counter0[31:0] <= {1'b0,counter0_Lock[31:1]}; else counter0 <= counter0 - 1'b1;end  
				2'b11: counter0 <= counter0 - 1'b1; 
			endcase
	end
	assign counter0_OUT=counter0[32];
	assign counter1_OUT=counter1[32];
	assign counter2_OUT=counter2[32];
	assign counter_out = counter0[31:0];
endmodule
File: design/flow/run.sh
#!/bin/bash
# OpenROAD 26Q1-2900-gdf79404cd8, Yosys 0.63+post, stock flow scripts
make -C /OpenROAD-flow-scripts/flow DESIGN_CONFIG=/design/flow/config.mk WORK_HOME=/design/flow/orfs finish
File: design/flow/config.mk
export PLATFORM = sky130hd
export DESIGN_NAME = Counter_x
export DESIGN_NICKNAME = Counter_x
export VERILOG_FILES = /design/flow/design.v
export SDC_FILE = /design/flow/constraint.sdc
export NUM_CORES = 4
export LEC_CHECK = 1
export CORE_UTILIZATION = 30
File: design/flow/constraint.sdc
current_design Counter_x

set clk_period 1.4
set clk_io_pct 0.2

create_clock -name clk0 -period $clk_period [get_ports {clk}]
create_clock -name clk1 -period $clk_period [get_ports {clk0}]

set non_clock_inputs [all_inputs -no_clocks]
set_input_delay [expr $clk_period * $clk_io_pct] -clock clk0 $non_clock_inputs
set_output_delay [expr $clk_period * $clk_io_pct] -clock clk0 [all_outputs]
==> Slide: Implementation Results <==
Synthesis and Place & Route Summary

Outcome
  – Outcome: finished, violations left
  – Failing checks: negative setup slack

Timing
  – Min Hold Slack: 0.443 ns
  – Final Hold Vio Count: 0
  – Worst Clk Skew: 0.00762 ns
  – Final setup violation count: 36
  – RSZ-0062 raised after global routing: yes
  – Final setup margin: -0.812 ns
  – Pins Over Slew Limit: 0

Logic synthesis
  – Commonest cells post-synth: 68 x dfrtp_1, 40 x o21ai_0, 32 x mux2_2
  – Asr flop ratio synth: 97.1%
  – Avg Inst Size Synth: 9.84 sq um
  – Cells after synthesis: 422
  – Yosys chip area: 4150 sq um
  – Count leader, synth: dfrtp_1
  – Synth area leader: dfrtp_1
  – Seq share, synth: 42.4%
  – Post-synth regs: 70
  – Number of enable flip-flop cells: 2
  – Unique cell types: 61
  – Synthesis Warnings: 3
  – Mapped cell area: 4150 sq um
  – Max-area cell share: 41.0%
  – # Cells Yosys: 422
  – Most common reg cell: dfrtp_1
  – Top cells by area, synth: dfrtp_1 41%, mux2_2 8.7%, o21ai_0 4.8%, a222oi_1 4.3%, xnor2_1 4.0%

Die
  – Init Core Util: 31.1%
  – Row count: 42
  – Die height: 120 microns
  – I/O Pins: 75
  – Die area: 14300 sq um
  – Core ar.: 13300 sq um
  – Die X: 120 microns

Layout
  – MI comb area: 2680 sq um
  – Final core utilization: 54.8%
  – # fillers: 1088
  – Layout area overhead: 76.3%
  – Flop area: 1760 sq um
  – Post-Layout Inst Area: 7320 sq um
  – Share of layout cells above drive strength 1: 45.9%

Critical path
  – Setup crit start: counter0[26]
  – Crit start category: flip-flop
  – Worst R2R Setup Slack: -0.81 ns
  – Worst-path fanout max: 2
  – Kind of critical path: flip-flop to flip-flop
  – Crit path DAT: 2.36 ns
  – Kind of end point of the critical path: flip-flop
  – Worst path required time: 1.55 ns
  – R2R Path Start: counter0[26]

Route
  – DR vias/cell: 5.50
  – Final ANT Viol Nets: 0
  – Antenna Cells: 0
  – DR WL met2: 6980 microns
  – Max Used Layer: met4
  – Wl on met1: 6700 microns
  – Residual DRC: 0
  – Total wire length: 15400 microns
  – Wirelength per Cell: 18.6 microns
  – Wire length on met3: 1300 microns
  – First-pass DRT Iterations: 9
  – First-iteration detailed-routing DRC count: 352
  – Vias: 4550

Place
  – Routability cong.: 0.911
  – Cell area after placement: 6000 sq um
  – DP HPWL: 9400 microns
  – DP Worst Slack: -0.867 ns
  – I/O Buffers: 69

Worst hold path
  – Type of the most critical hold path: input port to flip-flop
  – Beginning of the worst hold path: counter_we

Job
  – Tool warnings: 32
  – Max_cap viols: 0

Clock tree
  – CTS Sinks: 70
  – CTS tree: done
  – Reg clk slew, reported paths: 0.06 ns

Global routing
  – Overflow after GRT: 0
  – First-pass GRT wire length: 25200 microns
  – Total GRT Usage: 23.2%
  – Largest net degree at the start of global routing: 40
  – Vias in the first global route: 4664
  – Initial antenna violation count: 0

Power
  – Pwr Density: 1960 nW/um^2
  – Worst VDD drop: 0.866 mV
  – Leakage: 3.15 nW
-- report_power, final --
part	total, mW	internal, mW	switching [mW]
combinational	8.52	4.77	3.75
clock	2.47	1.54	0.922
sequential	3.36	2.70	0.659
-- flip-flops by register name, summed over array words and instances, names as in the netlist --
name,flops
counter0_Lock,32
sq0,1
counter_Ctrl,2
M0,1
counter0,33
clr0,1
-- cell usage in the layout, fill, tap and decap left out, drive strengths merged, types with 8 or more instances in the layout --
master           n
buf            176
dfrtp           68
o21ai           46
clkdlybuf4s50   35
mux2            32
a21oi           24
nor2            23
nand2           21
xnor2           19
a222oi          18
dlygate4sd2     18
clkbuf          18
inv             15
nor3            12
a22oi           11
nor4            11
nand2b           8
-- path summary, 6_finish.rpt --
kind	to	cells past startpoint
min	M0	2
max in group asynchronous	counter0[9]	3
min reg2reg	counter0_Lock[15]	1
min in group clk1	counter0[11]	2
max in group clk0	counter0_OUT	2
max reg2reg	counter0[32]	6
min in group asynchronous	counter0_Lock[0]	3
max	counter0[32]	6
-- timing repair --
action | CTS | global route
cloned | 4 | 0
setup buffers | 60 | 16
hold buffers | 0 | 0
setup endpoints to repair | 96 | 68
resized | 175 | 29
pin swaps | 33 | 37
-- critical path, stage by stage, from the launching register on --
cell and delay [ns]:
dfrtp_1 0.38, or4_4 0.53, or3_4 0.36, or3_4 0.36, ha_4 0.25, o21ai_2 0.10
a31oi_1 0.09
-- cell type report --
| cell class | instances | area share (%) |
|---|---|---|
| tap | 176 | 3.01 |
| timing repair buffer | 243 | 31.1 |
| clock inverter | 4 | 0.650 |
| clock buffer | 12 | 3.66 |
| multi-input combinational | 307 | 36.6 |
| sequential | 70 | 24.1 |
| inverter | 16 | 0.872 |
-- metal layers --
| layer | vias to the layer above | track usage, % |
|---|---|---|
| met2 | 224 | 35.5 |
| met4 | 0 | 4.14 |
| met5 | - | 0 |
| met1 | 2226 | 34.0 |
| met3 | 38 | 6.07 |
| li1 | 2062 | - |
-- through the flow --
step	total power, mW	instances	setup TNS, ns
final	14.3	828	-16.51
after global routing	15.2	828	-19.54
after CTS	14.1	831	-17.40
after detailed placement	9.71	755	-25.25
after global placement	9.66	755	-23.99
after floorplan	6.31	423	-10.12
-- cells by family (layout without fill, tap and decap cells) --
logic type / after synthesis / count (layout) / share of synthesized area [%]
compound gates: 136 / 136 / 22.0
xor+xnor: 25 / 25 / 5.27
fa+ha+maj: 3 / 3 / 0.904
buf+inv: 46 / 275 / 4.70
flops: 70 / 70 / 42.4
mux: 36 / 36 / 9.64
other cells: 1 / 2 / 0.0903
simple gates: 105 / 105 / 14.9
No activity file was given, so power comes from the tool's default toggle rates.
